$ cat flow/design.v
`timescale 1ns / 1ps
module Do_transmition(
input clk,input start,input transmit,input [15:0]val,output TxD,done
    );
localparam S1=1;
localparam S2=2;
localparam S3=3;
localparam S4=4;
localparam S5=5;
reg transmit2;
reg [2:0]state=S1;
wire [19:0]data0;
reg [19:0]data1;
wire [39:0]data2;
reg [7:0]data3;
reg start_binary2decimal;
reg [15:0]hex_val;
wire done1;
wire [2:0]dne;
wire finish;
reg [30:0]wait_counter;
assign done=(state==S5)?1:0;
always @(posedge clk)begin
case(state)
 S1:begin
  transmit2<=0;
  wait_counter<=0;
  if(start)begin
   hex_val<=val;
   start_binary2decimal<=1;
   state<=S2;
  end
 end
 S2:begin
  start_binary2decimal<=0;
  if(done1)begin
   data1<=data0;
   state<=S3;
  end
 end
 S3:begin
  state<=S4;
 end
 S4:begin
 transmit2<=1;
 if(finish==1)
 state<=S5;
 end
 S5:begin
state<=S1;
transmit2<=0;
end
endcase
end
always @(posedge clk)begin
 if(dne==0)
  data3<=data2[39:32];
 if(dne==1)
  data3<=data2[31:24];
 if(dne==2)
  data3<=data2[23:16];
 if(dne==3)
  data3<=data2[15:8];
 if(dne==4)
  data3<=data2[7:0];
 if(dne==5)
  data3<=8'h09;
end
 binary2decimal b2c(clk,start_binary2decimal,hex_val,data0,done1);
 convert C1(clk,data1[3:0],data2[7:0]);
 convert C2(clk,data1[7:4],data2[15:8]);
 convert C3(clk,data1[11:8],data2[23:16]);
 convert C4(clk,data1[15:12],data2[31:24]);
 convert C5(clk,data1[19:16],data2[39:32]);
 transmiter1 T2(clk,data3,transmit,transmit2,TxD,dne,finish);
endmodule
`timescale 1ns / 1ps
module binary2decimal(
    input clk,
    input start,
    input [15:0] din,
    output reg [19:0] out,
    output reg done1
    );
   localparam  S_IDLE=0,
                S_DONE=1,
                S_DIVIDE=2,
                S_NEXT_DIGIT=3,
                S_CONVERT=4;
    reg [2:0] state=S_IDLE;
    reg [31:0] data;
    reg [31:0] div;
    reg [3:0] mod;
    reg [2:0] byte_count;
    reg [19:0] dout;
    always@(posedge clk)
        case (state)
        S_IDLE: begin
            done1<=0;
            if (start == 1) begin
                state <= S_DIVIDE;
                data <= din;
                byte_count <= 0;
            end
        end
        S_DONE: begin
            out<=dout;
            done1<=1;
            if (start == 0)
                state <= S_IDLE;
        end
        S_DIVIDE: begin
            div <= data / 10;
            mod <= data % 10;
            state <= S_CONVERT;
        end
        S_NEXT_DIGIT: begin
            if (byte_count == 4)
                state <= S_DONE;
            else
                state <= S_DIVIDE;
            data <= div;
            byte_count <= byte_count + 1;
        end
        S_CONVERT: begin
            dout[15:0] <= dout[19:4];
            dout[19:16] <= mod[3:0];
            state <= S_NEXT_DIGIT;
        end
        default: begin
            state <= S_IDLE;
        end
        endcase  
endmodule
`timescale 1ns / 1ps
module convert(
input clk,input [3:0]Data,output reg [7:0]Data2
    );
always@(posedge clk)begin
case(Data)
 4'h0:Data2<=8'h30;
 4'h1:Data2<=8'h31;
 4'h2:Data2<=8'h32;
 4'h3:Data2<=8'h33;
 4'h4:Data2<=8'h34;
 4'h5:Data2<=8'h35;
 4'h6:Data2<=8'h36;
 4'h7:Data2<=8'h37;
 4'h8:Data2<=8'h38;
 4'h9:Data2<=8'h39;
 4'hA:Data2<=8'h41;
 4'hB:Data2<=8'h42;
 4'hC:Data2<=8'h43;
 4'hD:Data2<=8'h44;
 4'hE:Data2<=8'h45;
 4'hF:Data2<=8'h46;
endcase
end
endmodule
`timescale 1ns / 1ps
module transmiter1(
    input clk,
    input [7:0] data,
    input transmit,transmit2,
    output reg TXD,
    output reg [2:0]done,
    output reg finish
    );
reg [4:0] bit_counter;
reg [13:0] boudrate_counter;
reg [9:0] shiftright_register;
reg state=0; 
reg next_state;
reg shift;
reg load;
reg clear;
wire do;
assign do=transmit & transmit2;
initial begin
bit_counter=0;
boudrate_counter=0;
state<=0;
done<=0;
end
always @(posedge clk)    
 begin
   if(transmit2)begin
   if(boudrate_counter==10417)
    begin
     boudrate_counter<=0;
     state<=next_state;
     if(load)
      shiftright_register<={1'b1,data,1'b0};
     if(clear)
       bit_counter<=0;
     else
        bit_counter<=bit_counter+1;
     if(shift)
       shiftright_register<=shiftright_register>>1;
    end
   else
   boudrate_counter=boudrate_counter+1;
   end
end
always @(posedge clk)
begin
    load <=0;  
    shift <=0;  
    clear <=0;  
    TXD <=1;  
    finish<=0;
    case (state)
        0: begin  
             if (do) begin  
             next_state <= 1;  
             load <=1;  
             shift <=0;  
             clear <=0;  
             if(boudrate_counter==10415)begin
             done<=done+1;
             if(done==5)begin
             finish<=1;
             done<=0;
             end
             end
             end 
		else begin  
             next_state <= 0;  
             TXD <= 1; 
             end
           end
        1: begin   
             if (bit_counter ==10) begin  
             next_state <= 0;  
             clear <=1;  
             end 
		else begin  
             next_state <= 1;  
             TXD <=shiftright_register[0];  
             shift <=1;  
             end
           end
         default: next_state <= 0;                      
    endcase
end
endmodule
$ cat flow/config.mk
export PLATFORM = sky130hd
export DESIGN_NAME = Do_transmition
export DESIGN_NICKNAME = Do_transmition
export VERILOG_FILES = /design/flow/design.v
export SDC_FILE = /design/flow/constraint.sdc
export NUM_CORES = 4
export LEC_CHECK = 1
export CORE_UTILIZATION = 30
$ cat flow/run.sh
#!/bin/bash
# OpenROAD 26Q1-2900-gdf79404cd8, Yosys 0.63+post, stock flow scripts
make -C /OpenROAD-flow-scripts/flow DESIGN_CONFIG=/design/flow/config.mk WORK_HOME=/design/flow/orfs finish
$ cat flow/constraint.sdc
current_design Do_transmition

set clk_period 10.3
set clk_io_pct 0.2

create_clock -name clk0 -period $clk_period [get_ports {clk}]

set non_clock_inputs [all_inputs -no_clocks]
set_input_delay [expr $clk_period * $clk_io_pct] -clock clk0 $non_clock_inputs
set_output_delay [expr $clk_period * $clk_io_pct] -clock clk0 [all_outputs]
==> report_table.html <==
<h3>Run summary</h3>
<table>
<tr><th>Metric</th><th>Value</th></tr>
<tr><th colspan="2">Outcome</th></tr>
<tr><td>Result of the run</td><td>finished, final reports clean</td></tr>
<tr><th colspan="2">STA</th></tr>
<tr><td>Post-layout minimum cycle time</td><td>a little under 10 ns</td></tr>
<tr><td>Unrepaired setup endpoints after global routing</td><td>no</td></tr>
<tr><td>Skew final</td><td>0.00860 ns</td></tr>
<tr><td>Final hold viol count</td><td>0</td></tr>
<tr><td>Slew HR</td><td>42.7%</td></tr>
<tr><td>Total negative slack</td><td>0 ns</td></tr>
<tr><td>Final Max Tran Viols</td><td>0</td></tr>
<tr><td>Peak clock frequency supported by timing</td><td>103 MHz</td></tr>
<tr><td>Post-route worst setup slack</td><td>0.591 ns</td></tr>
<tr><td>Final setup violation count</td><td>0</td></tr>
<tr><td>Fraction of the cycle the final worst path needs</td><td>94.3%</td></tr>
<tr><td>Transition at the pin with the smallest max-transition slack</td><td>0.856 ns</td></tr>
<tr><th colspan="2">Worst hold path</th></tr>
<tr><td>Worst min-delay path startpoint</td><td>T2.next_state</td></tr>
<tr><td>Worst min-delay path class</td><td>reg -&gt; reg</td></tr>
<tr><td>Worst hold path stage count</td><td>0</td></tr>
<tr><td>Worst Hold Path EP</td><td>T2.state</td></tr>
<tr><th colspan="2">Global route</th></tr>
<tr><td>First-pass GRT wire length</td><td>41.6 mm</td></tr>
<tr><td>Global route total overflow</td><td>0</td></tr>
<tr><td>Vias in the first global route</td><td>8174</td></tr>
<tr><td>Total global routing track utilization</td><td>13.5%</td></tr>
<tr><td>Antenna violations before repair</td><td>0</td></tr>
<tr><td>Maximum number of pins on one net before global-route repair</td><td>27</td></tr>
<tr><th colspan="2">Logic synthesis</th></tr>
<tr><td>Cell count after synthesis</td><td>~1200</td></tr>
<tr><td>Flop and latch count out of synthesis</td><td>approximately 200</td></tr>
<tr><td>Most used flip-flop cell</td><td>sky130_fd_sc_hd__edfxtp_1</td></tr>
<tr><td>Synth Seq Share</td><td>between 40 and 50%</td></tr>
<tr><td>Cell count in the Yosys report</td><td>1171</td></tr>
<tr><td>Summed standard-cell area reported by yosys</td><td>0.0117 mm2</td></tr>
<tr><td>Count of warnings emitted by yosys</td><td>4</td></tr>
<tr><td>Area of the mapped netlist</td><td>between 0.01 and 0.015 mm2</td></tr>
<tr><td>Mapped Avg Cell Area</td><td>9.95 um2</td></tr>
<tr><td>Number of enable-type register cells in the synthesized netlist</td><td>around 150</td></tr>
<tr><td>Distinct lib cells used</td><td>98</td></tr>
<tr><td>Fraction of registers with async set or reset after synthesis</td><td>0%</td></tr>
<tr><th colspan="2">Route</th></tr>
<tr><td>Wire length after detailed routing</td><td>25.3 mm</td></tr>
<tr><td>Mean routed wirelength per cell</td><td>14.8 um</td></tr>
<tr><td>Number of DRC violations after detailed routing</td><td>0</td></tr>
<tr><td>Total via count in the routed design</td><td>8872</td></tr>
<tr><td>Inserted Diodes</td><td>0</td></tr>
<tr><td>Routed vias/inst</td><td>5.18</td></tr>
<tr><td>Number of search-and-repair iterations in the first detailed-routing pass</td><td>5</td></tr>
<tr><td>Post-route ant nets</td><td>0</td></tr>
<tr><td>Drt first-iter violations</td><td>625</td></tr>
<tr><th colspan="2">Clocking</th></tr>
<tr><td>Number of levels the H-tree was split into</td><td>4</td></tr>
<tr><td>Maximum buffer depth of the clock tree</td><td>2</td></tr>
<tr><td>Worst-Skew Late Latency</td><td>0.44 ns</td></tr>
<tr><td>Num Clock Sinks</td><td>196</td></tr>
<tr><td>TritonCTS clock tree</td><td>yes</td></tr>
<tr><td>Clock transition at the registers of the reported paths</td><td>0.07 ns</td></tr>
<tr><td>Hold-fix buffers, CTS</td><td>0</td></tr>
<tr><td>Total clock buffers created by CTS</td><td>17</td></tr>
<tr><td>Clk Tree Root Cell</td><td>sky130_fd_sc_hd__clkbuf_16</td></tr>
<tr><th colspan="2">Worst setup path</th></tr>
<tr><td>Biggest cell delay along the critical path</td><td>0.57 ns</td></tr>
<tr><td>CP max FO</td><td>13</td></tr>
<tr><td>Worst flop-to-flop path startpoint</td><td>b2c.data[14]</td></tr>
<tr><td>Type of the worst setup path</td><td>reg -&gt; reg</td></tr>
<tr><td>Number of cells on the worst reg-to-reg path</td><td>38</td></tr>
<tr><td>Most used cell, CP</td><td>sky130_fd_sc_hd__buf_4</td></tr>
<tr><td>Critical path startpoint category</td><td>flip-flop</td></tr>
<tr><td>Crit Reg-Reg Endpoint</td><td>b2c.mod[3]</td></tr>
<tr><td>CP max stage cell</td><td>sky130_fd_sc_hd__or4b_4</td></tr>
<tr><td>CP Data Arrival Time</td><td>approximately 10 ns</td></tr>
<tr><td>Minimum setup slack among reg-to-reg paths</td><td>0.59 ns</td></tr>
<tr><td>CP endpoint kind</td><td>flip-flop</td></tr>
<tr><td>Worst EP required</td><td>10.49 ns</td></tr>
<tr><th colspan="2">Run</th></tr>
<tr><td>Total tool warning count</td><td>36</td></tr>
<tr><td>Max-capacitance violation count</td><td>0</td></tr>
<tr><th colspan="2">Floorplanning</th></tr>
<tr><td>Die area</td><td>0.0396 mm2</td></tr>
<tr><td>I/O pins</td><td>21</td></tr>
<tr><td>Row count</td><td>between 70 and 80</td></tr>
<tr><td>Chip width</td><td>199 um</td></tr>
<tr><td>Core area</td><td>0.0379 mm2</td></tr>
<tr><td>Die span in y</td><td>199 um</td></tr>
<tr><td>Pre-placement core utilization</td><td>30.7%</td></tr>
<tr><th colspan="2">Finish</th></tr>
<tr><td>Fraction of layout cells with a size suffix above 1</td><td>14.3%</td></tr>
<tr><td>Filler cells</td><td>3736</td></tr>
<tr><td>Area added between synthesis and finish</td><td>13.8%</td></tr>
<tr><th colspan="2">Placement</th></tr>
<tr><td>RD Place Congestion</td><td>0.937</td></tr>
<tr><td>Detailed placement HPWL</td><td>17.9 mm</td></tr>
<tr><td>Placement Setup Slack</td><td>0.219 ns</td></tr>
<tr><td>Count of buffers from port buffering</td><td>20</td></tr>
</table>
[per-stage QoR]
stage          hold WS, ns  utilization (%)  std cells  area, um2
6_report             0.407             35.0       1712      13300
2_1_floorplan        0.386                -       1171      11700
3_3_place_gp         0.387             32.9       1673      12500
3_5_place_dp         0.390             32.9       1673      12500
4_1_cts              0.408             34.5       1705      13100
5_1_grt              0.417             35.0       1712      13300
[critical path: cells and delay by family, from the launching register on]
| family | cells | cell delay (ns) |
|---|---|---|
| compound gates | 15 | 3.71 |
| simple gates | 14 | 3.68 |
| buf+inv | 6 | 0.78 |
| fa+ha+maj | 2 | 0.61 |
| flops | 1 | 0.40 |
| mux | 1 | 0.24 |
[repair_timing]
action	in CTS	in global routing
setup buffers	0	6
resized	0	29
endpoints found under the setup margin	0	4
[kinds of logic after synthesis]
| kind of cell | Yosys count | synth area share, % |
|---|---|---|
| compound gates | 318 | 19.4 |
| fa+ha+maj | 27 | 2.83 |
| buf+inv | 123 | 4.51 |
| flops | 196 | 46.9 |
| mux | 37 | 3.67 |
| xor+xnor | 46 | 3.46 |
| simple gates | 424 | 19.3 |
[registers in the layout, summed over array words and instances (netlist names), 3 cells and up]
signal                  count
data1                      20
data3                       6
b2c.byte_count              3
b2c.div                    13
C3.Data2                    6
C1.Data2                    6
C5.Data2                    6
T2.done                     3
b2c.data                   16
b2c.dout                   20
T2.bit_counter              5
state                       3
T2.shiftright_register     10
T2.boudrate_counter        14
hex_val                    16
b2c.mod                     4
C4.Data2                    6
b2c.state                   3
b2c.out                    20
C2.Data2                    6
[cells in the mapped netlist, drive strengths merged, types with 9 or more instances]
cell      n  share of area [%]
clkbuf   41                1.3
mux2i    14                1.4
or3      14               0.75
a211oi   28                1.9
a22oi    11               0.71
a211o     9               0.68
a21boi   10               0.74
nor2b    13               0.70
a21oi    55                2.5
ha       23                2.5
nor2    111                3.6
nand4     9               0.54
nand3    38                1.6
edfxtp  154                 40
and3     20                1.2
inv      56                1.8
and2     24                1.3
nand2b    9               0.48
a21o     15               0.98
xor2     13               0.98
nand2    83                2.7
nor3     32                1.6
a31oi    13               0.70
buf      25                1.3
o21a     16                1.0
or2      14               0.75
xnor2    33                2.5
o21ai    64                2.8
nor3b    11               0.75
o211ai   25                1.6
nor4     15                1.1
mux2     23                2.3
dfxtp    42                7.2
[layout by cell type (no fill, tap or decap), types with 15 or more instances in the layout]
master and count:
sky130_fd_sc_hd__a211oi_1 26, sky130_fd_sc_hd__ha_1 23, sky130_fd_sc_hd__clkbuf_16 19, sky130_fd_sc_hd__o21ai_1 15, sky130_fd_sc_hd__o21ai_0 46, sky130_fd_sc_hd__and2_1 23
sky130_fd_sc_hd__dfxtp_1 42, sky130_fd_sc_hd__nor3_1 27, sky130_fd_sc_hd__buf_4 43, sky130_fd_sc_hd__xnor2_1 31, sky130_fd_sc_hd__mux2_2 22, sky130_fd_sc_hd__a21oi_1 49
sky130_fd_sc_hd__nor2_1 109, sky130_fd_sc_hd__clkdlybuf4s50_1 20, sky130_fd_sc_hd__nand3_1 38, sky130_fd_sc_hd__and3_1 17, sky130_fd_sc_hd__edfxtp_1 154, sky130_fd_sc_hd__inv_1 49
sky130_fd_sc_hd__nand2_1 83, sky130_fd_sc_hd__o211ai_1 25, sky130_fd_sc_hd__o21a_1 16
[worst max path at each step]
stage                 from         end  slack [ns]
finish        b2c.data[14]  b2c.mod[3]        0.59
global route  b2c.data[14]  b2c.mod[3]       0.003
CTS           b2c.data[14]  b2c.mod[3]        0.19
[per-layer routing]
metal	routed length (um)	vias to the layer above	track usage [%]
li1	-	4451	-
met1	12100	4116	20.6
met2	11100	267	20.1
met3	1630	38	3.29
met4	528	0	2.36
met5	0	-	0
[layout make-up]
class,instances,area [um2],area share [%]
Clock buffer,20,479,3.61
Clock inverter,12,126,0.953
Inverter,57,219,1.65
Multi-Input combinational cell,853,5810,43.8
Sequential cell,196,5470,41.2
Tap cell,511,639,4.82
Timing Repair Buffer,63,523,3.94
